==> ./design.v <==
module bin_to_BCD(
   input [7:0] bin,
     output reg [11:0] bcd
    );
     integer i;   
     always @(bin)
        begin
            bcd = 0; 
            for (i = 0; i < 8; i = i+1) 
            begin
                bcd = {bcd[10:0],bin[7-i]}; 
                if(i < 7 && bcd[3:0] > 4) 
                    bcd[3:0] = bcd[3:0] + 3;
                if(i < 7 && bcd[D7:4] > 4)
                    bcd[7:4] = bcd[7:4] + 3;
                if(i < 7 && bcd[11:8] > 4)
                    bcd[11:8] = bcd[11:8] + 3;  
            end
        end         
endmodule
==> ./run.sh <==
#!/bin/bash
# OpenROAD 26Q1-2900-gdf79404cd8, Yosys 0.63+post, stock flow scripts
make -C /OpenROAD-flow-scripts/flow DESIGN_CONFIG=/design/flow/config.mk WORK_HOME=/design/flow/orfs finish
==> ./config.mk <==
export PLATFORM = sky130hd
export DESIGN_NAME = bin_to_BCD
export DESIGN_NICKNAME = bin_to_BCD
export VERILOG_FILES = /design/flow/design.v
export SDC_FILE = /design/flow/constraint.sdc
export NUM_CORES = 4
export LEC_CHECK = 1
export CORE_AREA = 10 10 70 70
export DIE_AREA = 0 0 80 80
==> ./constraint.sdc <==
current_design bin_to_BCD

set clk_period 7.0
set clk_io_pct 0.2

create_clock -name clk0 -period $clk_period

set non_clock_inputs [all_inputs -no_clocks]
set_input_delay [expr $clk_period * $clk_io_pct] -clock clk0 $non_clock_inputs
set_output_delay [expr $clk_period * $clk_io_pct] -clock clk0 [all_outputs]
==> impl_metrics.env <==
# source this file to load flow results
export IMPL_yosys_cells=163
export IMPL_ys_sh_mux_pct=8.658
export IMPL_gp_congestion=0.8973
export IMPL_core_um2=3416
export IMPL_crit_chain="clkdlybuf4s50_1 > inv_1 > ha_1 > inv_1 > ha_2 > buf_4 > and4b_1 > nor3_2 > and2_1 > buf_4 > nand2_1 > a211oi_2 > a221oi_2 > ha_2 > buf_4 > or3_1 > o2111ai_2 > o41ai_4 > mux2i_1 > clkdlybuf4s50_1"
export IMPL_final_cell_area_um2=1544
export IMPL_worstMarginPinSlew_ps=481.2
export IMPL_io_buffers=16
export IMPL_drive_gt1_share_pct=25.67
export IMPL_n_antenna_cell=0
export IMPL_grt_pass1_wl_mm=5.009
export IMPL_top_area_cell="ha_1"
export IMPL_yosys_warnings=1
export IMPL_cp_required_ps=5600
export IMPL_synth_xor_area_share_pct=7.143
export IMPL_dr_pass1_iters=4
export IMPL_std_cell_rows=21
export IMPL_crit_buf_inv=7
export IMPL_ctsHoldBuffers=0
export IMPL_drt_total_wl_mm=2.932
export IMPL_yosys_area_um2=1156
export IMPL_p_leak_nw=0.6263
export IMPL_critPathMostFrequentCell="buf_4"
export IMPL_ys_sh_adder_pct=9.740
export IMPL_dpl_instance_area_um2=1445
export IMPL_regArea_um2=0
export IMPL_postSynthSeqShare_pct=0
export IMPL_fillers=345
export IMPL_die_h_um=80
export IMPL_n_clock_buffer=0
export IMPL_slew_headroom_pct=67.47
export IMPL_startpoint_type="primary input"
export IMPL_ys_sh_aoi_pct=32.47
export IMPL_postSynthCellCount=163
export IMPL_grt_max_degree=21
export IMPL_slowest_stage="clkdlybuf4s50_1"
export IMPL_hold_violations=0
export IMPL_cp_top_family="buffers and inverters"
export IMPL_drt_wirelength_per_cell_um=12.58
export IMPL_top_logic_kind="AND-OR/OR-AND gates"
export IMPL_synth_area_um2=1156
export IMPL_status="complete, no violations"
export IMPL_viasPerCell=5.352
export IMPL_chipArea_um2=6400
export IMPL_drt_iter0_drc=49
export IMPL_ir_drop_uv=56.41
export IMPL_setup_viol=0
export IMPL_end_kind="output pin"
export IMPL_min_period_ps=6722
export IMPL_fp_util_pct=33.85
export IMPL_ff_count=0
export IMPL_first_global_vias=1123
export IMPL_holdWs_ps=2800
export IMPL_grt_ovfl_total=0
export IMPL_finalClockPeriodUsage_pct=96.03
export IMPL_hpwl_mm=2.233
export IMPL_antenna_left=0
export IMPL_area_growth_pct=33.55
export IMPL_cp_slowest_stage_delay_ps=480
export IMPL_die_w_um=80
export IMPL_synthDistinctLibCells=59
export IMPL_grt_usage_pct=8.824
export IMPL_hp_class="primary input to output pin"
export IMPL_worstSetupPathType="primary input to output pin"
export IMPL_netlist_area_leader_share_pct=9.740
export IMPL_fmaxAchievable_mhz=148.8
export IMPL_avgSynthCellArea_um2=7.093
export IMPL_drc_errors=0
export IMPL_vias=1247
export IMPL_fin_util_pct=45.20
export IMPL_ios=20
export IMPL_critPathArrivalTime_ps=5320
export IMPL_antenna_found_initial=0
export IMPL_top_cells_by_area="ha_1 (9.7%), nor2_1 (4.9%), nor3_1 (4.3%), nand2_1 (3.9%), xnor2_1 (3.8%)"
export IMPL_maxCapViolations=0
export IMPL_ys_sh_simple_pct=31.93
export IMPL_rsz0062_at_grt="true"
export IMPL_critPathMaxFanout=11
export IMPL_tool_warnings=40
export IMPL_power_density_nw_per_um2=126.3
export IMPL_slew_viol_final=0
## final cells by class
type / instances / area, um^2 / area share (%)
multi-input cells: 140 / 1124 / 72.77
repair buffers: 39 / 332.8 / 21.56
well taps: 46 / 57.56 / 3.728
inverters: 8 / 30.03 / 1.945
## placed cells by master, fill, tap and decap left out, drive strengths merged, types with 2 or more instances in the layout
master,n
a2111oi,2
a211oi,4
a21boi,2
a21o,2
a21oi,8
a221o,3
a221oi,2
and2,3
and3,5
buf,23
clkdlybuf4s50,16
conb,2
ha,9
inv,8
mux2,3
mux2i,4
nand2,12
nand3,2
nand4,2
nor2,16
nor2b,4
nor3,10
nor4,2
nor4b,2
o21a,2
o21ai,7
o221ai,2
or2,2
or3,3
xnor2,5
## path summary, 6_finish.rpt
kind | to | depth (start not counted) | slack [ps] | startpoint
worst min-delay path | bcd[0] | 0 | 2800 | bin[0]
worst max-delay path | bcd[2] | 20 | 280 | bin[5]
## metrics by stage
stage | total power [mW] | std cells | setup WS [ps] | setup TNS, ps
floorplan | 0.1140 | 164 | 1060 | 0
global placement | 0.1793 | 230 | 40.75 | 0
detailed placement | 0.1806 | 230 | -48.56 | -48.56
CTS | 0.1829 | 230 | -17.84 | -17.84
global route | 0.2178 | 233 | -44.67 | -110.1
finish | 0.1950 | 233 | 278.0 | 0
## cells in the mapped netlist (2+ instances only)
| library cell | count |
|---|---|
| a211oi_1 | 3 |
| a21boi_0 | 2 |
| a21o_1 | 2 |
| a21oi_1 | 8 |
| a221o_1 | 3 |
| a221oi_1 | 2 |
| and2_1 | 3 |
| and3_1 | 5 |
| buf_2 | 6 |
| buf_4 | 4 |
| clkbuf_1 | 6 |
| ha_1 | 9 |
| inv_1 | 8 |
| mux2_2 | 3 |
| mux2i_1 | 3 |
| nand2_1 | 12 |
| nand3_1 | 2 |
| nand4_1 | 2 |
| nor2_1 | 15 |
| nor2b_1 | 4 |
| nor3_1 | 10 |
| o21a_1 | 2 |
| o21ai_0 | 6 |
| o221ai_1 | 2 |
| or3_1 | 3 |
| xnor2_1 | 5 |
## where the power goes
part           switching, mW  internal [mW]
clock network              0              0
registers                  0              0
logic                 0.0894          0.106
total                 0.0894          0.106
## timing repair
action,in CTS,in global routing
gates resized,2,12
pin swaps,0,6
setup buffers,0,3
endpoints found under the hold margin,0,0
setup endpoints to repair,3,6
## per-layer routing
layer	share of wire, %	up-vias	GRT usage (%)
met3	5.2	0	0.9091
li1	-	653	-
met5	0	-	0
met4	0	0	0
met1	49	562	12.37
met2	46	32	15.01
## kinds of logic after synthesis
group                    count (synthesis)
AND-OR/OR-AND                           46
XOR/XNOR                                 7
multiplexers                             8
other                                    1
buffers and inverters                   24
adder cells (fa/ha/maj)                  9
AND/OR/NAND/NOR                         68
No activity file was given, so power comes from the tool's default toggle rates.
