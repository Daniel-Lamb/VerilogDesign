--- /design/flow/run.sh ---
#!/bin/bash
# OpenROAD 26Q1-2900-gdf79404cd8, Yosys 0.63+post, stock flow scripts
make -C /OpenROAD-flow-scripts/flow DESIGN_CONFIG=/design/flow/config.mk WORK_HOME=/design/flow/orfs finish
--- /design/flow/config.mk ---
export PLATFORM = sky130hd
export DESIGN_NAME = seven
export DESIGN_NICKNAME = seven
export VERILOG_FILES = /design/flow/design.v
export SDC_FILE = /design/flow/constraint.sdc
export NUM_CORES = 4
export LEC_CHECK = 1
export CORE_AREA = 10 10 110 110
export DIE_AREA = 0 0 120 120
--- /design/flow/constraint.sdc ---
current_design seven

set clk_period 2.5
set clk_io_pct 0.2

create_clock -name clk0 -period $clk_period [get_ports {clock}]

set non_clock_inputs [all_inputs -no_clocks]
set_input_delay [expr $clk_period * $clk_io_pct] -clock clk0 $non_clock_inputs
set_output_delay [expr $clk_period * $clk_io_pct] -clock clk0 [all_outputs]
--- /design/flow/design.v ---
`timescale 1ns / 1ps
module anode_driver(input enable, output reg [1:0] choice, output reg [3:0] anode);
    initial begin
        choice = 0;
        anode = 0;
    end
    always @(posedge enable) begin
        choice = choice + 1;
        case(choice)
            4'b00: anode = 4'b0111;
            4'b01: anode = 4'b1011;
            4'b10: anode = 4'b1101;
            4'b11: anode = 4'b1110;
        endcase
    end
endmodule
`timescale 1ns / 1ps
module clock_enable(input clock, output reg enable);
    reg [16:0] count;
    initial begin
        count = 0;
        enable = 0;
    end
    always @(posedge clock) begin
        if(count == 4095) begin
            count = 0;
            enable = 1;
        end
        else begin
        count = count + 1;
        enable = 0;
        end
    end
endmodule
`timescale 1ns / 1ps
module decoder(input [3:0] decision, output reg [6:0] display);
    always @(*) begin
        case(decision)
            4'b0000: display = 7'b0000001;
            4'b0001: display = 7'b1001111;
            4'b0010: display = 7'b0010010;
            4'b0011: display = 7'b0000110;
            4'b0100: display = 7'b1001100;
            4'b0101: display = 7'b0100100;
            4'b0110: display = 7'b0100000;
            4'b0111: display = 7'b0001111;
            4'b1000: display = 7'b0000000;
            4'b1001: display = 7'b0000100;
            4'b1010: display = 7'b0001000;
            4'b1011: display = 7'b1100000;
            4'b1100: display = 7'b0110001;
            4'b1101: display = 7'b1000010;
            4'b1110: display = 7'b0110000;
            4'b1111: display = 7'b0111000;
        endcase
    end
endmodule
`timescale 1ns / 1ps
module mux(
    input [3:0] digit_1, input [3:0] digit_2,
    input [3:0] digit_3, input [3:0] digit_4,
    input [1:0] choice, output reg [3:0] decision
    );
    always @(*) begin
        case(choice)
            4'b00: decision = digit_1;
            4'b01: decision = digit_2;
            4'b10: decision = digit_3;
            4'b11: decision = digit_4;
        endcase
    end
endmodule
`timescale 1ns / 1ps
module seven(
    input clock,
    input [3:0] digit_1, input [3:0] digit_2,
    input [3:0] digit_3, input [3:0] digit_4,
    output [3:0] anode, output [6:0] display
    );
    wire [1:0] choice;
    wire [3:0] decision;
    clock_enable inst_clock_enable(clock, enable);
    anode_driver inst_anode_driver(enable, choice, anode);
    mux inst_mux(digit_1, digit_2, digit_3, digit_4, choice, decision);
    decoder inst_decoder(decision, display);
endmodule
==> out/notes.md <==
The maximum fanout along the worst path is 5, and the wire length reported by the detailed router is 3090 µm. Number of DRC markers in iteration 0: 26. The run finished with clean final reports. Max-capacitance violation count: 0.

Hold repair after CTS inserted 0 buffers. With the pin count of the biggest net entering global routing at 11, the number of buffers created by CTS is 3. The tools report the depth of the CTS H-tree as 1. Data on the critical path arrives at its endpoint at 1.98 ns. The worst flop-to-flop path endpoint was inst_clock_enable.count[3]. Per STA, the highest per-stage delay on the worst path measures 0.47 ns. After synthesis, the netlist uses 30 different library cells. Final routed DRC violation total: 0. The tools report the startpoint of the most critical hold path as inst_clock_enable.count[16]. The number of buffer and inverter instances along the worst setup path is 5.

The flop and latch count out of synthesis was 24. Leaving out fill and tap cells, the most frequent cells in the layout are 24 x dfxtp_1, 16 x buf_4, 13 x inv_1. For this run, the detailed router reports a per-instance via density of 3.40. The run gives 0.699 for the max-slew headroom at the worst pin. The cell count of the worst reg-to-reg path is 5. Row generation in the floorplan step produced 36 rows. The region available for standard cell placement spans 9770 µm². The flow reported a cell area power density of 275 nW/µm². The warning tally printed by Yosys for this design is 5.

The tools report the number of primary I/O pins as 28. Most instantiated logic cell after routing: dfxtp_1. The required time of the worst setup path is 2.00 ns, and the vertical extent of the die is 120 µm. The run gives 14400 µm² as the die footprint.

The endpoint of the worst hold path is reported as inst_clock_enable.count[16]. The run gives 0.25 ns for the source-to-sink clock delay at the later pin of the worst-skew pair. The worst-case reg-to-reg setup slack stands at 0.61 ns. TritonCTS built the clock tree. Count of port buffers added during placement: 27. The final report lists the setup-violating endpoint count as 0.

Yosys stat counts 136 cells in the synthesized netlist. Looking at the max-slew report, the worst-margin pin has a slew of 0.451 ns. In the setup report, the worst path falls into the class input port to primary output. Number of antenna-violating nets in the routed design: 0.

The sequential cell area fraction in the yosys report is 0.375. Derived from the worst setup path, the maximum achievable clock frequency is 0.404 GHz. For the final estimated routing congestion in global placement, the log shows 0.807. The share of the cycle needed by the critical path after routing is 0.991, and the width of the die is 120 µm. In the CTS report, the clock slew at the register clock pins of the worst setup and hold paths is listed as 0.07 ns. The min-delay analysis places its worst path in the category flip-flop to flip-flop. The routed design could run at a clock period as short as 2.48 ns. Detailed placement finished with a half-perimeter wire length of 2340 µm.

The run gives 1280 µm² for the post-synth design cell area. The stat command in Yosys gives a chip area of 1280 µm². The worst-case IR drop observed on VDD is 0.168 mV. The cell type of the slowest stage on the worst timing path was clkdlybuf4s50_1. The run gives 136 for the post-synthesis instance total.

The worst setup path is captured at a primary output. The utilization after layout came out at 0.201. Looking at the reg2reg group, the worst path starts from inst_clock_enable.count[0]. For this run, the number of standard cells in the final layout without fillers is 317. The aggregate global routing overflow came out at 0. The flow measured a signed area growth from synthesis to layout of 53.4%. The kind of cell with the highest combined delay along the critical path is buffers and inverters. The run gives 6 as the number of register pins that no clock reaches. Setup repair after global routing could not meet its margin everywhere. For this design the static power due to leakage is 0.801 nW. For reference, the post-synthesis area per instance comes to 9.42 µm². With the core utilization before placement at 0.131, the total number of warnings across the stage logs is 34. The number of failing hold endpoints at the final stage was 0.

The number of placed cells counting well taps is 303, and the routed length per instance is 9.76 µm. STA classifies the critical path startpoint as an input port. The layout has 1058 filler cells.

The tools report the count of final max-slew check failures as 0. The tools report the number of antenna violations at the first check in global routing as 0. The cell at the root of the clock tree is clkbuf_8. The run gives 1078 for the total number of vias. Proportion of layout cells with a drive suffix above 1: 0.272. In this run the critical path is formed by clkdlybuf4s50_1 > inv_1 > mux2i_1 > buf_2 > buf_4 > mux2i_1 > o22ai_1 > buf_2. The worst setup skew after layout is 0.00186 ns. 10 endpoints have no timing constraint. The run gives 0 as the total inserted antenna cells. The total routing usage reported by global routing was 0.0403; the number of cells on the worst hold path was 1.

The number of buffers on the longest clock path came out at 2. The global-route wire length before repair was 5040 µm; the via count of the first global-routing pass was 1069. Number of iterations in the first detailed-routing pass: 4.
## power breakdown
group          internal [mW]  switching (mW)  total (mW)
Combinational         0.0160         0.00580      0.0218
Sequential             0.287               0       0.287
Clock                  0.140          0.0929       0.233
## worst max path at each step
stage	startpoint	endpoint	slack (ns)	cells past startpoint
after CTS	digit_4[0]	display[6]	0.01	8
final	digit_1[3]	display[0]	0.02	8
after global routing	digit_4[0]	display[6]	-0.06	8
## cell usage after synthesis
master    instances  area [µm²]
xnor2_1          10        87.6
nor3_1            1        5.00
and3_1            1        6.26
nor2_1            9        33.8
inv_1            15        56.3
ha_1             12         150
a222oi_1          3        30.0
nor4_1            3        18.8
o22ai_1           3        18.8
a22oi_1           1        7.51
nor3_4            1        16.3
and4_1            1        8.76
and2_1            1        6.26
xor2_1            5        43.8
nand2b_1          1        6.26
dfxtp_1          24         480
nand2_1          11        41.3
o21ai_0           3        15.0
nand3_1           4        20.0
or4_4             1        11.3
buf_2             1        5.00
mux2_2            1        11.3
clkbuf_1          2        7.51
nor2b_1           1        6.26
nand4_2           1        12.5
mux2i_1          12         120
or4_1             1        7.51
a221o_1           1        10.0
or3_1             1        6.26
nand4_1           5        31.3
## cell type report
type	count	area, µm²	share of cell area
Clock buffer	4	55.1	0.0280
Inverter	15	56.3	0.0286
Multi-Input combinational cell	94	818	0.416
Sequential cell	24	480	0.244
Tap cell	133	166	0.0847
Timing Repair Buffer	47	389	0.198
## cell families after synthesis
| kind of cell | count (synthesis) | synth area share |
|---|---|---|
| simple gates | 43 | 0.186 |
| flops | 24 | 0.375 |
| compound gates | 11 | 0.0635 |
| mux | 13 | 0.103 |
| buf+inv | 18 | 0.0537 |
| fa+ha+maj | 12 | 0.117 |
| xor+xnor | 15 | 0.103 |
## stage by stage
| stage | worst slack, ns | total power [mW] | hold slack, ns | instance area [µm²] | setup TNS, ns |
|---|---|---|---|---|---|
| 3_3_place_gp | -0.602 | 0.320 | 0.439 | 1780 | -3.92 |
| 3_5_place_dp | -0.628 | 0.320 | 0.443 | 1780 | -4.11 |
| 2_1_floorplan | 0.306 | 0.294 | 0.423 | 1280 | 0 |
| 4_1_cts | 0.0121 | 0.547 | 0.452 | 1930 | 0 |
| 5_1_grt | -0.0561 | 0.555 | 0.463 | 1970 | -0.178 |
| 6_report | 0.0236 | 0.541 | 0.449 | 1970 | 0 |
## layer usage
layer,share of wire,vias to the layer above,wire length [µm],track usage
li1,-,571,-,-
met3,0.043,2,133,0.00809
met4,0.0061,0,19,0.00452
met5,0,-,0,0
met1,0.50,490,1550,0.0528
met2,0.45,15,1390,0.0691
## state kept, by name, indices dropped and copies added (netlist names)
signal	flops
inst_anode_driver.anode	4
inst_anode_driver.choice	2
inst_clock_enable.count	17
inst_clock_enable.enable	1
## worst register-to-register path, delay by kind of cell, from the launching register on
kind                       cells  cell delay [ns]
DFF                            1             0.37
and+or+nand+nor                3             1.02
adders and majority gates      1             0.30
buffers and inverters          1             0.09
## timing repair
action / in CTS / in global routing
cloned: 1 / 0
pin swaps: 13 / 7
resized: 59 / 10
buffers inserted: 9 / 0
setup endpoints to repair: 7 / 7
Power is estimated from default activity; no workload was simulated.
