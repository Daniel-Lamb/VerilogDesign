===== /design/flow/config.mk =====
export PLATFORM = sky130hd
export DESIGN_NAME = boothmultiplier
export DESIGN_NICKNAME = boothmultiplier
export VERILOG_FILES = /design/flow/design.v
export SDC_FILE = /design/flow/constraint.sdc
export NUM_CORES = 4
export LEC_CHECK = 1
export CORE_AREA = 10 10 70 70
export DIE_AREA = 0 0 80 80

===== /design/flow/constraint.sdc =====
current_design boothmultiplier

set clk_period 4.3
set clk_io_pct 0.2

create_clock -name clk0 -period $clk_period

set non_clock_inputs [all_inputs -no_clocks]
set_input_delay [expr $clk_period * $clk_io_pct] -clock clk0 $non_clock_inputs
set_output_delay [expr $clk_period * $clk_io_pct] -clock clk0 [all_outputs]

===== /design/flow/design.v =====
`timescale 1ns / 1ps
module boothmultiplier(product, a, b);
input [3:0] a, b;
output [7:0] product;
reg [2:0] cc[1:0];
reg [4:0] pp[1:0];
reg [7:0] spp[1:0];
reg [7:0] prod;
wire [4:0] inv_a;
integer i, j;
assign inv_a = {~a[3], ~a}+1;
always @(a or b or inv_a)
begin
	cc[0] = {b[1], b[0], 1'b0};
	for (i = 1; i < 2; i = i + 1)
		cc[i] = {b[2*i+1], b[2*i], b[2*i-1]};
	for (i = 0; i < 2; i = i + 1)
	begin
		case(cc[i])
			3'b001 , 3'b010 : pp[i] = {a[3], a};
			3'b011 : pp[i] = {a, 1'b0};
			3'b100 : pp[i] = {inv_a[3:0], 1'b0};
			3'b101 , 3'b110 : pp[i] = inv_a;
			default: pp[i] = 0;
		endcase
		spp[i] = $signed(pp[i]);
		for(j = 0; j < i; j = j + 1)
			spp[i] = {spp[i], 2'b00};
	end
	prod = spp[0];
	for(i = 1; i < 2; i = i + 1)
		prod = prod + spp[i];
	end
	assign product = prod;
endmodule

===== /design/flow/run.sh =====
#!/bin/bash
# OpenROAD 26Q1-2900-gdf79404cd8, Yosys 0.63+post, stock flow scripts
make -C /OpenROAD-flow-scripts/flow DESIGN_CONFIG=/design/flow/config.mk WORK_HOME=/design/flow/orfs finish

==> results_dict.tcl <==
# flow metrics
set metrics [dict create \
    run_status "finished, final reports clean" \
    cp-end-kind "primary output" \
    hold_path_class "in2out" \
    fin_crit_sh_pct 96.6 \
    hold-path-cell-count 3 \
    io-pin-count 16 \
    dr.pass1.iters 4 \
    drive_above_1_share_pct 36.6 \
    ff_count 0 \
    grt_pass1_vias 644 \
    synthToLayoutAreaGrowth_pct 73.5 \
    warnings 32 \
    grt_usage_pct 5.20 \
    mostFrequentLayoutCell "buf_4" \
    finalNonFillerCells 169 \
    row_count 21 \
    finalSetupViolations 0 \
    p_total_w 0.000148 \
    n_antenna_cell 0 \
    place_congestion 0.867 \
    ys_cells 85 \
    syn_area_per_cell_um2 6.67 \
    portBuffers 16 \
    die_h_um 80 \
    p_per_area_nw_per_um2 151 \
    num_vias 695 \
    required_ns 3.44 \
    ys_chip_area_um2 567 \
    wire_per_inst_um 10.4 \
    rsz0062_at_grt "false" \
    core-area_um2 3420 \
    drt-initial-drc-count 11 \
    whs_ns 2.39 \
    tightestPinTransition_ns 0.273 \
    drt_wl_total_um 1760 \
    final_cell_mix "buf_4, inv_1, nand2_1, clkdlybuf4s50_1, o21ai_0" \
    antenna_found_initial 0 \
    vias_per_cell 4.11 \
    dp.cells 168 \
    hpwl_um 1500 \
    p_leak_nw 0.461 \
    layout.area.comb_um2 536 \
    fmax_mhz 241 \
    syn_area_um2 567 \
    fp_util_pct 16.6 \
    synth.distinct_cells 31 \
    ir_drop_v 0.0000312 \
    dieArea_um2 6400 \
    grt_pass1_wl_um 2880 \
    final_antenna_net_count 0 \
    fill_cells 379 \
    drc 0 \
    cap_violations 0 \
    worstPathMaxFanout 4 \
    maxSlewHeadroom_pct 81.7 \
    yosysSeqAreaShare_pct 0 \
    fin_crit_ns 4.15 \
    synth_warnings 4 \
    final_util_pct 28.8 \
    ff_latch_area_um2 0 \
    worst_setup_path_start_kind "primary input" \
    die_width_um 80 \
    final_max_slew_viol_count 0 \
    worstSetupPathType "in2out" \
    finalHoldViolCount 0 \
    grt_max_degree 10 \
    overflow 0 \
    netlist_instances 85 \
    arrival_ns 3.29 \
    nClkBuffers 0 \
]
-- area by class of cell --
class,instances,area share [%]
timing repair buffer,45,36.6
inverter,8,3.05
tap,46,5.85
multi-input combinational,70,54.5
-- report_power, final --
| group | leakage [nW] | internal, W | total [W] | switching [W] |
|---|---|---|---|---|
| combinational | 0.461 | 0.0000911 | 0.000148 | 0.0000573 |
| clock | 0 | 0 | 0 | 0 |
| sequential | 0 | 0 | 0 | 0 |
| total | 0.461 | 0.0000911 | 0.000148 | 0.0000573 |
-- critical path: stages --
cell,delay [ns]
dlygate4sd2_1,0.25
or3_4,0.42
buf_4,0.16
nand2_1,0.07
xor2_1,0.16
o21ai_1,0.08
ha_1,0.31
buf_4,0.14
buf_4,0.13
a21oi_2,0.12
xnor2_1,0.12
clkdlybuf4s50_1,0.48
-- synth_stat cells --
| cell | number | area [µm²] |
|---|---|---|
| nand2b_1 | 2 | 12.5 |
| nor3b_1 | 1 | 7.51 |
| a22oi_1 | 1 | 7.51 |
| o211ai_1 | 3 | 22.5 |
| a31oi_1 | 1 | 6.26 |
| o2111ai_1 | 1 | 8.76 |
| or4b_2 | 1 | 10.0 |
| inv_1 | 8 | 30.0 |
| or3_4 | 1 | 11.3 |
| a21o_1 | 1 | 7.51 |
| ha_1 | 6 | 75.1 |
| nor2b_1 | 5 | 31.3 |
| a32oi_1 | 1 | 8.76 |
| nand2_2 | 1 | 6.26 |
| clkbuf_1 | 4 | 15.0 |
| fa_1 | 1 | 20.0 |
| a21oi_1 | 3 | 15.0 |
| a221oi_1 | 1 | 8.76 |
| o21a_1 | 1 | 7.51 |
| o21bai_1 | 1 | 7.51 |
| buf_6 | 2 | 22.5 |
| a22o_1 | 2 | 17.5 |
| nor3_1 | 3 | 15.0 |
| xnor2_1 | 6 | 52.6 |
| xor2_1 | 1 | 8.76 |
| o21ai_0 | 11 | 55.1 |
| mux2i_1 | 2 | 20.0 |
| buf_2 | 1 | 5.00 |
| and2_1 | 1 | 6.26 |
| nand2_1 | 8 | 30.0 |
| nor2_1 | 4 | 15.0 |
-- kinds of logic (layout without fill, tap and decap cells) --
logic type	after synthesis	after routing	share of synthesized area, %
adder cells (fa/ha/maj)	7	7	16.8
multiplexers	2	2	3.53
AND/OR/NAND/NOR	27	27	25.6
AND-OR/OR-AND	27	27	30.5
XOR/XNOR	7	7	10.8
buffers and inverters	15	53	12.8
-- repair_timing --
action,4_1_cts,5_1_grt
buffers inserted,1,0
setup endpoints to repair,5,4
endpoints found under the hold margin,0,0
resized,15,14
hold buffers,0,0
pin swaps,6,6
-- path summary, 6_finish.rpt --
path | slack, ns | startpoint | to
setup / recovery | 0.15 | a[2] | product[6]
hold / removal | 2.39 | a[0] | product[0]
-- routing by layer --
layer  GRT usage, %  vias up  routed length [µm]
met2           8.27       11                 788
met4              0        0                   0
met3          0.682        0                  74
li1               -      374                   -
met1           7.67      310                 896
met5              0        -                   0
-- through the flow --
step	setup slack, ns	area, µm²	TNS [ns]
floorplan	0.434	567	0
global placement	-0.586	952	-1.25
detailed placement	-0.582	952	-1.24
CTS	0.0146	970	0
global route	0.0152	983	0
finish	0.146	983	0
Power figures rest on the tool's default switching activity, not on a simulated workload.
